==> flow/design.v <==
`timescale 1ns / 1ps
module RegisterFile (
    input logic clk,
    input logic WE3,
    input logic [4:0] A1, A2, A3,
    input logic [31:0] WD3,
    output logic [31:0] RD1, RD2
);
    logic [31:0] regfile [31:0];
    initial begin
        regfile[0] = 32'b0;
    end
    assign RD1 = regfile[A1];
    assign RD2 = regfile[A2];
    always_ff @(posedge clk) begin
        if (WE3 && A3 != 5'b0) begin
            regfile[A3] <= WD3;  
        end
    end
endmodule
==> flow/run.sh <==
#!/bin/bash
# OpenROAD 26Q1-2900-gdf79404cd8, Yosys 0.63+post, stock flow scripts
make -C /OpenROAD-flow-scripts/flow DESIGN_CONFIG=/design/flow/config.mk WORK_HOME=/design/flow/orfs finish
==> flow/config.mk <==
export PLATFORM = sky130hd
export DESIGN_NAME = RegisterFile
export DESIGN_NICKNAME = RegisterFile
export VERILOG_FILES = /design/flow/design.v
export SDC_FILE = /design/flow/constraint.sdc
export NUM_CORES = 4
export LEC_CHECK = 1
export CORE_UTILIZATION = 50
==> flow/constraint.sdc <==
current_design RegisterFile

set clk_period 7.5
set clk_io_pct 0.2

create_clock -name clk0 -period $clk_period [get_ports {clk}]

set non_clock_inputs [all_inputs -no_clocks]
set_input_delay [expr $clk_period * $clk_io_pct] -clock clk0 $non_clock_inputs
set_output_delay [expr $clk_period * $clk_io_pct] -clock clk0 [all_outputs]
==> impl_metrics.json <==
{
  "synthArstFlopShare_pct": 0,
  "antennaDiodeCount": 0,
  "hpwl_um": 84350,
  "crit_path_end_kind": "output pin",
  "p_seq_share_pct": 50.0,
  "drv_slew": 0,
  "syn_area_mm2": 0.04876,
  "avgViaCountPerCell": 6.408,
  "drtIter0Drc": 2306,
  "ff_type": "edfxtp_1",
  "setup_viol": 0,
  "status": "completed",
  "min_path_type": "in -> reg",
  "clkTransAtPathRegs_ns": 0.06,
  "hold_viol": 0,
  "ir_drop_mv": 0.1819,
  "crit_path_top_delay_cell": "clkdlybuf4s50_1",
  "rows": 114,
  "max_slew_margin_pct": 23.58,
  "post_cts_resized": 0,
  "power.leakage_nw": 20.39,
  "first_pass_iters": 5,
  "largest_reg_flops": 1024,
  "cap_violations": 0,
  "top_cells_by_count": "edfxtp_1 (1,024), mux2i_1 (1,024), nand2_1 (195), nand3_1 (194)",
  "criticalPathCategory": "in -> out",
  "postCtsSetupBuffers": 0,
  "ys_warn_count": 1,
  "postRouteAntennaNets": 0,
  "crit_required_ns": 6.00,
  "cp-start-kind": "input pin",
  "warnings": 26,
  "postSynthAreaPerCell_um2": 14.40,
  "tightest_slew_ns": 1.144,
  "dieWidth_um": 314.3,
  "ioPinCount": 113,
  "grt_overflow": 0,
  "path_common_cell": "clkdlybuf4s50_1",
  "antenna_found_initial": 4,
  "layout-drive-gt1-share_pct": 9.410,
  "clkPwrFrac_pct": 40.5,
  "routed_wl_um": 152200,
  "area_growth_pct": 13.19,
  "rsz0062_at_grt": "no",
  "power.internal_w": 0.009815,
  "yosys-top-cells-area": "edfxtp_1 (63%), mux2i_1 (21%), a22oi_1 (3.0%)",
  "cts_htree_levels": 3,
  "die_area_mm2": 0.09877,
  "fp.dieH_um": 314.3,
  "tns_ns": 0,
  "regMostFlops": "regfile",
  "p_comb_share_pct": 9.5,
  "drc_errors": 0,
  "grt_pass1_wl_um": 219800,
  "worstPathArrival_ns": 4.54,
  "numCtsBuffers": 110,
  "grt_pass1_vias": 32780,
  "ys_ff": 1024,
  "grt_max_degree": 84,
  "wl_per_cell_um": 31.13,
  "cts_tree": "yes",
  "yosys.area.top_type_share_pct": 63.07,
  "fmax_mhz": 165.4,
  "power.density_mw_per_mm2": 232.4,
  "max_stage_delay_ns": 0.64,
  "edf_count": 1024,
  "place.gp.congestion": 0.8795,
  "grt_usage_pct": 34.11,
  "synth_cell_types": 24,
  "yosys_area_mm2": 0.04876,
  "vias": 31330,
  "port_buffers": 112,
  "clockBufferDepth": 3,
  "clock-sinks": 1024,
  "crit_fanout": 58,
  "post-route-min-period_ns": 6.045,
  "crit_chain": "clkdlybuf4s50_1 -> nor2b_4 -> buf_12 -> a22o_1 -> nor3_1 -> a31oi_1 -> nand3_1 -> clkdlybuf4s50_1",
  "postSynthSeqShare_pct": 63.07,
  "min_period_over_period_pct": 80.60,
  "ys_cells": 3386,
  "core_mm2": 0.09671,
  "root_buffer": "clkbuf_16",
  "holdWs_ns": 1.619,
  "cts.hold.buffers_added": 0,
  "netlist_instances": 3386,
  "swShare_pct": 23.47,
  "largestRegisters": "regfile: 1024 flops",
  "p_sw_w": 0.003010,
  "initCoreUtil_pct": 50.42,
  "largest_area_cell": "edfxtp_1"
}
==> critical path: cells and delay by family <==
kind	cells	cell delay, ns
compound gates	2	0.52
simple gates	3	0.88
buf+inv	3	1.56
==> path summary, 6_finish.rpt <==
| path | start | end | slack, ns | depth (start not counted) |
|---|---|---|---|---|
| min | WD3[14] | regfile[5][14] | 1.62 | 2 |
| max | A1[0] | RD1[10] | 1.46 | 8 |
==> layout make-up <==
type / instances / area [um^2]
Tap cell: 1276 / 1597
Clock buffer: 134 / 2885
Multi-Input combinational cell: 2140 / 16890
Timing Repair Buffer: 247 / 2507
Fill cell: 7299 / 41520
Clock inverter: 68 / 561.8
Sequential cell: 1024 / 30750
==> power by group through the flow <==
stage,clock (W),sequential (W),combinational [W]
after CTS,0.00526,0.00642,0.00120
after global routing,0.00549,0.00642,0.00129
final,0.00519,0.00642,0.00121
==> per-stage QoR <==
stage | total power (W) | cell area, um^2 | cells | worst slack [ns] | utilization [%]
finish | 0.01283 | 55190 | 4889 | 1.455 | 57.07
global route | 0.01320 | 55190 | 4889 | 1.312 | 57.07
CTS | 0.01288 | 55190 | 4889 | 1.526 | 57.07
detailed placement | 0.007735 | 51740 | 4687 | 1.524 | 53.50
global placement | 0.007725 | 51740 | 4687 | 1.553 | 53.50
floorplan | 0.007197 | 48870 | 3417 | 3.445 | -
==> kinds of logic after synthesis <==
family / share of synthesized area (%)
mux: 21.02
compound gates: 8.048
other cells: 0.007691
flops: 63.07
simple gates: 4.709
buf+inv: 3.146
==> layout by cell type (no fill, tap or decap), drive strengths merged, types with 5 or more instances in the layout <==
master | netlist | routed
mux2i | 1024 | 1024
edfxtp | 1024 | 1024
nand2 | 195 | 195
nand3 | 194 | 194
a22oi | 192 | 192
a21oi | 192 | 192
buf | 167 | 137
clkbuf | 86 | 134
a22o | 128 | 128
clkdlybuf4s50 | 0 | 110
nor3 | 64 | 64
a31oi | 64 | 64
clkinv | 0 | 54
nor2 | 34 | 34
conb | 1 | 32
bufinv | 0 | 7
nand3b | 5 | 5
clkinvlp | 0 | 5
==> layer usage <==
metal / track usage, % / wire length, um
met1: 45.10 / 52540
met2: 47.66 / 68400
met3: 23.46 / 25430
met4: 9.856 / 5666
met5: 1.499 / 159
Power figures rest on the tool's default switching activity, not on a simulated workload.
