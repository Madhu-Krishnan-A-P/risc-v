==> flow/design.v <==
`timescale 1ns / 1ps
module DataMemory #(
    parameter ADDR_WIDTH = 8,   
    parameter DATA_WIDTH = 16  
) (
    input  logic                  clk,         
    input  logic                  WE,          
    input  logic [ADDR_WIDTH-1:0] A,           
    input  logic [DATA_WIDTH-1:0] WD,          
    output logic [DATA_WIDTH-1:0] RD           
);
    logic [DATA_WIDTH-1:0] mem [0:(1 << ADDR_WIDTH)-1];  
    always_ff @(posedge clk) begin
        if (WE) begin
            mem[A] <= WD;   
        end
    end
    always_comb begin
        if (!WE) begin
            RD = mem[A];    
        end
        else begin
            RD = 'z;        
        end
    end
endmodule
==> flow/run.sh <==
#!/bin/bash
# OpenROAD 26Q1-2900-gdf79404cd8, Yosys 0.63+post, stock flow scripts
make -C /OpenROAD-flow-scripts/flow DESIGN_CONFIG=/design/flow/config.mk WORK_HOME=/design/flow/orfs finish
==> flow/config.mk <==
export PLATFORM = sky130hd
export DESIGN_NAME = DataMemory
export DESIGN_NICKNAME = DataMemory
export VERILOG_FILES = /design/flow/design.v
export SDC_FILE = /design/flow/constraint.sdc
export NUM_CORES = 4
export LEC_CHECK = 1
export CORE_UTILIZATION = 50
==> flow/constraint.sdc <==
current_design DataMemory

set clk_period 25.4
set clk_io_pct 0.2

create_clock -name clk0 -period $clk_period [get_ports {clk}]

set non_clock_inputs [all_inputs -no_clocks]
set_input_delay [expr $clk_period * $clk_io_pct] -clock clk0 $non_clock_inputs
set_output_delay [expr $clk_period * $clk_io_pct] -clock clk0 [all_outputs]
==> flow_metrics.tcl <==
# metrics dict for downstream scripts
set metrics [dict create \
    status "completed" \
    drv_cap 0 \
    fp.dieW_microns 558.9 \
    synth_seq_share 0.7931 \
    htreeDepth 5 \
    lay_top_count "edfxtp_1" \
    vias_per_cell 6.249 \
    top_cells_by_area "edfxtp_1 79%, mux4_2 15%, a22oi_1 2.5%" \
    grt_pass1_wl_microns 573400 \
    crit_path_end_kind "output port" \
    hold_buffers 0 \
    drv_slew 0 \
    finalHoldViolCount 0 \
    clockBufferDepth 4 \
    setup_viol 0 \
    finalCriticalPeriod_ns 17.06 \
    syn_area_sq_um 155100 \
    grt_max_degree 99 \
    ys.flops 4096 \
    cts_resized 0 \
    vias 73160 \
    io_buffers 41 \
    combPwrFrac 0.045 \
    worstPathArrival_ns 11.98 \
    drt_iter0_markers 5098 \
    largest_register_ffs 4096 \
    cp_common_cell "buf_4" \
    worst_pin_slew_ns 1.355 \
    grt_use_total 0.2930 \
    worstSetupPathType "input pin to output port" \
    final_antenna_net_count 0 \
    area_growth_pct 13.93 \
    clk_pin_slew_ns 0.06 \
    post-dp-hpwl_microns 230600 \
    cts-root-buf "clkbuf_16" \
    cts_tree "done" \
    final_cell_mix "4,096 x edfxtp_1, 1,024 x mux4_2, 512 x a22oi_1, 484 x buf_4, 414 x clkbuf_16" \
    hp-class "input pin to register" \
    core_area_sq_um 308600 \
    setup-tns-final_ns 0 \
    synthFlopType "edfxtp_1" \
    drive_gt1_frac 0.2931 \
    hold_ws_ns 4.508 \
    min_from "WD[12]" \
    top_area_frac 0.7931 \
    p_clk_frac 0.426 \
    leakagePower_nw 54.37 \
    clock-sinks 4096 \
    power_density_nw_per_um2 79.76 \
    rows 204 \
    fmax_ghz 0.05863 \
    wl_microns 396000 \
    gp_routability_congestion 0.8631 \
    gr-total-overflow 0 \
    critPathLaunchType "input pin" \
    cpLargestDelayFamily "buffers and inverters" \
    reg_top3 "mem (4096)" \
    synth_area_per_cell_sq_um 23.11 \
    max_stage_delay_ns 0.93 \
    critPathSlowestCell "o41ai_2" \
    top_register "mem" \
    synthArstFlopShare 0 \
    grt_pass1_vias 81444 \
    synth-edff-count 4096 \
    worstSetupStartpoint "A[1]" \
    worst-path-max-fanout 69 \
    intPower_mw 11.12 \
    drc 0 \
    path_buffers 8 \
    cts_setup_buffers 0 \
    die_area_sq_um 312400 \
    numCtsBuffers 413 \
    max_slew_margin 0.08516 \
    ir_worst_vdd_mv 0.07208 \
    synth_cell_type_count 21 \
    warning_count 26 \
    crit_path_cell_trace "buf_8 -> buf_4 -> buf_4 -> buf_4 -> buf_4 -> buf_4 -> mux4_2 -> a22oi_1 -> a21oi_1 -> o41ai_2 -> buf_4 -> nand4_1 -> clkdlybuf4s50_1" \
    syn_inst 6711 \
    antenna_found_initial 12 \
    pin_count 42 \
    p_sw_frac 0.2108 \
    wire_per_inst_microns 33.82 \
    rsz0062_at_grt "no" \
    top_area_cell "edfxtp_1" \
    yosys_cells 6711 \
    period_used_share 0.6715 \
    switching_power_mw 2.971 \
    first_pass_iters 8 \
    yosysWarnings 2 \
    die_y_microns 558.9 \
    core_util_floorplan 0.5025 \
    ys_area_sq_um 155100 \
    crit_required_ns 20.32 \
    power_frac_seq 0.529 \
]
kinds of logic after synthesis:
kind of cell    Yosys count  synth area share
simple gates            338          0.009093
compound gates          832           0.03666
mux                    1024            0.1487
flops                  4096            0.7931
buf+inv                 421           0.01240
power groups by stage:
stage | Clock, mW | Combinational (mW) | Sequential (mW)
CTS | 6.10 | 0.646 | 7.45
finish | 6.00 | 0.635 | 7.45
global route | 6.35 | 0.683 | 7.45
through the flow:
| stage | power [mW] | utilization | instances | instance area, sq um | worst slack [ns] |
|---|---|---|---|---|---|
| 6_report | 14.09 | 0.5726 | 11707 | 176700 | 8.344 |
| 5_1_grt | 14.48 | 0.5726 | 11707 | 176700 | 8.156 |
| 4_1_cts | 14.20 | 0.5725 | 11705 | 176700 | 8.297 |
| 3_5_place_dp | 8.240 | 0.5290 | 10945 | 163200 | 8.319 |
| 3_3_place_gp | 8.232 | 0.5290 | 10944 | 163200 | 8.271 |
| 2_1_floorplan | 7.918 | - | 6711 | 155100 | 13.33 |
area by class of cell:
type	count	area, sq um
diodes	2	5.005
clock buffers	505	10700
clock inverters	255	2738
fillers	21609	131900
inverters	1	3.754
multi-input cells	2194	30770
flip-flops and latches	4096	123000
well taps	4120	5155
repair buffers	534	4312
Yosys cell counts (25+ instances only):
library cell,instances
buf_2,76
a22oi_1,512
mux4_2,1024
nor3_1,30
buf_6,25
buf_1,54
edfxtp_1,4096
o41ai_1,64
nand2_1,28
a21oi_1,256
nor2_1,232
clkbuf_1,249
routing by layer:
metal	up-vias	GRT usage	share of wire
met5	-	0.01067	0.0014
met4	32	0.06727	0.031
met1	37462	0.3854	0.31
met3	651	0.2264	0.18
li1	30092	-	-
met2	4923	0.4149	0.48
path summary, 6_finish.rpt:
kind | end | slack [ns] | cells past startpoint
worst max-delay path | RD[3] | 8.34 | 13
worst min-delay path | mem[56][12]$_DFFE_PP_ | 4.51 | 1
Power figures rest on the tool's default switching activity, not on a simulated workload.
