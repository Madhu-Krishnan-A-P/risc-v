## design/flow/constraint.sdc

```tcl
current_design instru_file

set clk_period 1.0
set clk_io_pct 0.2

create_clock -name clk0 -period $clk_period [get_ports {clk}]

set non_clock_inputs [all_inputs -no_clocks]
set_input_delay [expr $clk_period * $clk_io_pct] -clock clk0 $non_clock_inputs
set_output_delay [expr $clk_period * $clk_io_pct] -clock clk0 [all_outputs]
```

## design/flow/design.v

```verilog
`timescale 1ns / 1ps
module instru_file(
    input logic [31:0] A,          
    output logic [31:0] read_data,  
    input logic clk,                
    input logic reset               
);
    logic [31:0] memory [0:255];
    initial begin
        integer i;
        for (i = 0; i < 256; i = i + 1) begin
            memory[i] = 32'h0;   
        end
        memory[0] = 32'hDEADBEEF;  
        memory[1] = 32'hDEAD0000;
        memory[2] = 32'hDEADBEEF;
        memory[3] = 32'h0000BEEF;
        memory[255] = 32'hBEEFBEEF;
    end
    always_ff @(posedge clk or posedge reset) begin
        if (reset) begin
            read_data <= 32'h0;  
        end
        else begin
            read_data <= memory[A[31:0]];  
        end
    end
endmodule
```

## design/flow/config.mk

```make
export PLATFORM = sky130hd
export DESIGN_NAME = instru_file
export DESIGN_NICKNAME = instru_file
export VERILOG_FILES = /design/flow/design.v
export SDC_FILE = /design/flow/constraint.sdc
export NUM_CORES = 4
export LEC_CHECK = 1
export CORE_AREA = 10 10 70 70
export DIE_AREA = 0 0 80 80
export SYNTH_MEMORY_MAX_BITS = 65536
```

## design/flow/run.sh

```bash
#!/bin/bash
# OpenROAD 26Q1-2900-gdf79404cd8, Yosys 0.63+post, stock flow scripts
make -C /OpenROAD-flow-scripts/flow DESIGN_CONFIG=/design/flow/config.mk WORK_HOME=/design/flow/orfs finish
```

==> load_flow_metrics.sql <==
-- flow metrics import
INSERT INTO impl_metrics (metric_group, metric, value, unit) VALUES
('outcome', 'status', 'finished with violations', ''),
('outcome', 'failed_checks', 'negative setup slack', ''),
('place', 'dpl.cell_count', '106', ''),
('setup_path', 'crit_path_frequent_cell', 'sky130_fd_sc_hd__buf_6', ''),
('final_layout', 'final_cell_count_no_fill', '117', ''),
('final_layout', 'layout.cell_area.non_filler', '765.7', 'sq um'),
('routing', 'drc', '0', ''),
('cts', 'cts_tree', 'done', ''),
('setup_path', 'cp_cell_sequence', 'clkbuf_16, buf_6, buf_6', ''),
('setup_path', 'end_kind', 'primary output', ''),
('routing', 'route.antenna.remaining_nets', '0', ''),
('place', 'pre_cts_slack', '-279.3', 'ps'),
('yosys', 'largest_area_cell', 'sky130_fd_sc_hd__buf_4', ''),
('timing', 'postLayoutSetupSlackWorst', '-234.7', 'ps'),
('timing', 'tns', '-4142', 'ps'),
('routing', 'wl', '1265', 'um'),
('routing', 'detail_route.vias_per_cell', '3.009', ''),
('final_layout', 'final_core_utilization', '22.42', '%'),
('cts', 'clockRootBuffer', 'sky130_fd_sc_hd__clkbuf_4', ''),
('grt', 'grt_remaining_overflow', '0', ''),
('place', 'gpl.final_weighted_congestion', '0.6792', ''),
('timing', 'min_period', '1235', 'ps'),
('setup_path', 'crit_path_max_fanout', '3', ''),
('timing', 'final_hold_viol_count', '0', ''),
('place', 'dpl-instance-area', '633.1', 'sq um'),
('worst_hold_path', 'hp-class', 'primary input to asynchronous set/reset pin', ''),
('final_layout', 'largest-register', 'read_data', ''),
('final_layout', 'post_route_cells_drive_above_1_share', '61.97', '%'),
('floorplanning', 'fp-utilization', '11.43', '%'),
('timing', 'slew_violations', '0', ''),
('setup_path', 'cpLargestDelayFamily', 'flip-flops', ''),
('final_layout', 'reg_top3', 'read_data x4', ''),
('timing', 'setup_viol', '23', ''),
('timing', 'setup_repair_after_global_routing_missed_its_margin', 'yes', ''),
('yosys', 'netlist-cell-type-count', '13', ''),
('setup_path', 'cp_slowest_cell', 'sky130_fd_sc_hd__dfrtp_2', ''),
('floorplanning', 'top_level_ports', '66', ''),
('yosys', 'synth.avg_cell_area', '8.306', 'sq um'),
('cts', 'clkSinkCount', '4', ''),
('yosys', 'synthesis.yosys.warnings', '1', ''),
('yosys', 'post_synth_inst_count', '47', ''),
('routing', 'initialDrtViolationCount', '1', ''),
('yosys', 'netlist.area_leader.share', '53.85', '%'),
('power_and_ir_drop', 'totalPowerFinal', '451.6', 'uW'),
('run', 'number_of_warnings_the_tools_reported', '51', ''),
('final_layout', 'area_growth_syn_to_layout', '96.15', '%'),
('routing', 'drtPass1Iterations', '3', ''),
('floorplanning', 'die.size.y', '80', 'um'),
('place', 'detailed_place_hpwl', '945.8', 'um'),
('power_and_ir_drop', 'power_leakage', '0.4205', 'nW'),
('setup_path', 'arrival', '1030', 'ps'),
('yosys', 'synth_sequential_area_ratio', '25.64', '%'),
('routing', 'wl_per_cell', '10.81', 'um'),
('setup_path', 'timing.critical_path.buf_inv', '3', ''),
('yosys', 'yosys_area', '390.4', 'sq um'),
('floorplanning', 'placeableCoreArea', '0.003416', 'sq mm'),
('yosys', 'topCellsByArea', 'sky130_fd_sc_hd__buf_4 (54%), sky130_fd_sc_hd__dfrtp_1 (26%), sky130_fd_sc_hd__nor4_2 (3.2%), sky130_fd_sc_hd__nand3_1 (2.6%), sky130_fd_sc_hd__and4_1 (2.2%)', ''),
('yosys', 'synth.ff_latch_count', '4', ''),
('floorplanning', 'chipArea', '0.006400', 'sq mm'),
('floorplanning', 'chipWidth', '80', 'um'),
('timing', 'finalClockPeriodUsage', '123.5', '%'),
('grt', 'grt_max_degree', '7', ''),
('setup_path', 'worst-setup-path-type', 'flip-flop to primary output', ''),
('cts', 'ctsHtreeMaxLevel', '1', ''),
('routing', 'vias', '352', ''),
('final_layout', 'largest_reg_flops', '4', ''),
('cts', 'cts_inserted_buffers', '3', ''),
('cts', 'path_clk_slew', '40', 'ps'),
('run', 'maxCapViolCount', '0', ''),
('grt', 'groute.usage.overall', '3.084', '%'),
('setup_path', 'worst-endpoint-required', '800', 'ps');
[power breakdown]
part / leakage, nW / internal [mW] / switching [mW]
Combinational: 0.354 / 0.0610 / 0.0295
Sequential: 0.0524 / 0.164 / 0.00161
Clock: 0.0138 / 0.134 / 0.0613
Total: 0.420 / 0.359 / 0.0923
[synth_stat cells, drive strengths merged]
cell   number
a21oi       1
and4        1
buf        28
conb        1
dfrtp       4
inv         2
nand2       2
nand3       2
nand4       1
nor2        2
nor2b       1
nor4        1
o21ai       1
[what timing repair did]
| action | CTS | global route |
|---|---|---|
| pin swaps | 1 | 4 |
| endpoints found under the hold margin | 0 | 0 |
| resized | 105 | 14 |
| setup buffers | 7 | 0 |
| cloned | 1 | 0 |
| endpoints found under the setup margin | 29 | 27 |
[kinds of logic (layout without fill, tap and decap cells)]
| kind of cell | after synthesis | in the layout | share of synthesized area (%) |
|---|---|---|---|
| compound gates | 2 | 2 | 2.562 |
| buf+inv | 30 | 50 | 55.77 |
| flops | 4 | 4 | 25.64 |
| simple gates | 10 | 10 | 15.07 |
| other cells | 1 | 5 | 0.9606 |
[layout make-up]
cell class	instances	area [sq um]
Clock buffer	3	22.52
Fill cell	359	2650
Inverter	2	7.507
Multi-Input combinational cell	17	95.09
Sequential cell	4	102.6
Tap cell	46	57.56
Timing Repair Buffer	45	480.5
[worst paths after layout]
check / slack (ps) / end / start
min: 150 / read_data[29] / reset
max in group asynchronous: 690 / read_data[28] / reset
min in group clk0: 290 / read_data[29] / A[2]
max: -230 / read_data[3] / read_data[15]
[metal layers]
layer  share of wire (%)  track usage [%]  vias up
met3                  21            2.273        0
met2                  34            3.933       36
met4                   0           0.7042        0
met5                   0                0        -
li1                    -                -      165
met1                  44            4.005      151
[cell usage in the layout (no fill, tap or decap), drive strengths merged]
cell,Yosys,routed
inv,2,2
conb,1,5
nor2b,1,1
nand3,2,2
nor4,1,1
nand2,2,2
and4,1,1
a21oi,1,1
dfrtp,4,4
buf,28,34
dlymetal6s2s,0,5
nor2,2,2
o21ai,1,1
nand4,1,1
clkdlybuf4s50,0,4
clkbuf,0,5
No activity file was given, so power comes from the tool's default toggle rates.
